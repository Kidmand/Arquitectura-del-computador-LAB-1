==> design.v <==
module aludec (input  logic [10:0] funct,
                    input  logic [1:0]  aluop,
                    output logic [3:0] alucontrol);
    always_comb
        if (aluop == 2'b00) alucontrol = 4'b0010;                                            
        else if (aluop == 2'b01) alucontrol = 4'b0111;                                       
        else if((aluop == 2'b10)  & (funct == 11'b10001011000)) alucontrol = 4'b0010;        
        else if((aluop == 2'b10)  & (funct == 11'b11001011000)) alucontrol = 4'b0110;        
        else if((aluop == 2'b10)  & (funct == 11'b10001010000)) alucontrol = 4'b0000;        
        else if((aluop == 2'b10)  & (funct == 11'b10101010000)) alucontrol = 4'b0001;        
        else if((aluop == 2'b11)  & (funct[10:1] == 10'b1001000100)) alucontrol = 4'b0010;   
        else if((aluop == 2'b11)  & (funct[10:1] == 10'b1101000100)) alucontrol = 4'b0110;   
        else if((aluop == 2'b11)  & (funct[10:1] == 10'b1011000100)) alucontrol = 4'b1010;   
        else if((aluop == 2'b11)  & (funct[10:1] == 10'b1111000100)) alucontrol = 4'b1110;   
        else if((aluop == 2'b10)  & (funct == 11'b10101011000)) alucontrol = 4'b1010;        
        else if((aluop == 2'b10)  & (funct == 11'b11101011000)) alucontrol = 4'b1110;        
        else alucontrol = 4'b0000;
endmodule
module controller(input logic [10:0] instr,
                        output logic [3:0] AluControl,
                        output logic reg2loc, regWrite, AluSrc, Branch,
                                    memtoReg, memRead, memWrite, condBranch);
    logic [1:0] AluOp_s;
    maindec     decPpal     (.Op(instr),
                            .Reg2Loc(reg2loc),
                            .ALUSrc(AluSrc),
                            .MemtoReg(memtoReg),
                            .RegWrite(regWrite),
                            .MemRead(memRead),
                            .MemWrite(memWrite),
                            .Branch(Branch),
                            .condBranch(condBranch),
                            .ALUOp(AluOp_s));
    aludec     decAlu     (.funct(instr),
                            .aluop(AluOp_s),
                            .alucontrol(AluControl));
endmodule
module maindec(
    input logic [10:0] Op,
    output logic Reg2Loc, ALUSrc, MemtoReg, RegWrite, MemRead, MemWrite, Branch, condBranch,
    output logic [1:0] ALUOp);
    logic [9:0] output_signals [0:6] = '{
        10'b0_0_0_1_0_0_0_0_10,  
        10'b0_1_1_1_1_0_0_0_00,  
        10'b1_1_0_0_0_1_0_0_00,  
        10'b1_0_0_0_0_0_1_0_01,  
        10'b0_1_0_1_0_0_0_0_11,  
        10'b0_0_0_0_0_0_1_1_01,  
        10'b0_0_0_0_0_0_0_0_00   
    };
    logic [9:0] res;
    assign {Reg2Loc,
            ALUSrc,
            MemtoReg,
            RegWrite,
            MemRead,
            MemWrite,
            Branch,
            condBranch,
            ALUOp } = res;
    always_comb begin
        casez (Op)
            11'b101_0101_1000,  
            11'b111_0101_1000,  
            11'b100_0101_1000,
            11'b110_0101_1000,
            11'b100_0101_0000,
            11'b101_0101_0000: res = output_signals[0];
            11'b111_1100_0010: res = output_signals[1];
            11'b111_1100_0000: res = output_signals[2];
            11'b101_1010_0???: res = output_signals[3];
            11'b101_1000_100?,  
            11'b1111_000_100?,  
            11'b100_1000_100?,  
            11'b110_1000_100?:  
                    res = output_signals[4];
            11'b010_1010_0???: res = output_signals[5];
            default: res = output_signals[6];
        endcase
    end
endmodule
==> run.sh <==
#!/bin/bash
# OpenROAD 26Q1-2900-gdf79404cd8, Yosys 0.63+post, stock flow scripts
make -C /OpenROAD-flow-scripts/flow DESIGN_CONFIG=/design/flow/config.mk WORK_HOME=/design/flow/orfs finish
==> config.mk <==
export PLATFORM = sky130hd
export DESIGN_NAME = controller
export DESIGN_NICKNAME = controller
export VERILOG_FILES = /design/flow/design.v
export SDC_FILE = /design/flow/constraint.sdc
export NUM_CORES = 4
export LEC_CHECK = 1
export CORE_AREA = 10 10 70 70
export DIE_AREA = 0 0 80 80
export SYNTH_HDL_FRONTEND = slang
==> constraint.sdc <==
current_design controller

set clk_period 2.1
set clk_io_pct 0.2

create_clock -name clk0 -period $clk_period

set non_clock_inputs [all_inputs -no_clocks]
set_input_delay [expr $clk_period * $clk_io_pct] -clock clk0 $non_clock_inputs
set_output_delay [expr $clk_period * $clk_io_pct] -clock clk0 [all_outputs]
==> impl_metrics.ini <==
; physical design summary
[status]
status = complete, no violations

[power_and_ir_drop]
peakVddDrop_v = 0.0000166
total_power_uw = 60.1
netSwitchingPower_uw = 24.4
sw_frac_of_total_pct = 40.6
powerDensity_nw_per_um2 = 95.7
leakage_nw = 0.359
p_int_uw = 35.7
combPwrFrac_pct = 100.0
pwr-share-clk_pct = 0
sequentialPowerShare_pct = 0

[global_route]
grt_util_all_layers_pct = 3.26
antenna_found_initial = 0
grt_pass1_wl_um = 1780
overflow = 0
grt_pass1_vias = 380
grt_max_degree = 6

[timing]
setup_viol = 0
tns_ps = 0
max_freq_ghz = 0.491
relSlewSlack_pct = 84.9
worst_slew_pin_slew_ps = 224
finalHoldViolCount = 0
fin_crit_ps = 2040
slew_viol_final = 0
rsz0062_at_grt = false
post-route-period-util_pct = 97.0
setup_ws_ps = 63.0

[final_layout]
area_growth_pct = 166
final_util_pct = 18.4
final_cell_mix = 17 x buf_4, 8 x dlygate4sd2_1, 6 x buf_2
drive_gt1_share_pct = 49.3
regArea_um2 = 0
clkbuf_count = 0
ff_count = 0
n_fill_cell = 386
lay_top_count = buf_4

[critical_path]
crit_buf_inv = 4
crit_path_max_incr_delay_ps = 330
critPathMaxFanout = 4
cp-end-kind = output port
cp.arrival_ps = 1620
critPathMostFrequentCell = buf_4
crit_slowest_cell = or3_1
crit_path_start_kind = input pin
critical-path-top-delay-family = simple AND/OR/NAND/NOR gates
path_class = in2out
required_ps = 1680
crit_chain = clkdlybuf4s15_2 -> nor3b_4 -> buf_4 -> buf_4 -> and3b_1 -> or3_1 -> clkbuf_2

[yosys]
area_leaders = nand4_1 11%, nor3b_4 7.9%, and3b_1 7.4%, nor2_1 6.3%, and4b_4 5.8%
synth_area_um2 = 236
yosys-stat-cells = 34
syn_avg_cell_area_um2 = 6.96
syn-instance-count = 34
synth_top_area_share_pct = 10.6
top_area_cell = nand4_1
synthDistinctLibCells = 24
yosys_warnings = 0
ys_chip_area_um2 = 236
postSynthSeqShare_pct = 0

[detailed_routing]
diodes = 0
wl_um = 1150
vias = 410
ant_nets = 0
wl_per_cell_um = 9.65
viasPerCell = 3.45
drc = 0
drt_first_pass_iters = 4
dr.first_iter.drc_count = 23

[placed_design]
hpwl_um = 970
io_buffers = 23
pre_cts_ws_ps = -525
place_congestion = 0.777

[floorplan]
fp-utilization_pct = 6.92
ios = 23
rows = 21
core_area_um2 = 3420
die_x_um = 80
die_area_um2 = 6400
dieHeight_um = 80

[clock_tree]
cts-hold-fix-buffers = 0

[flow_run]
tool_warnings = 32
timing.max_cap.violations = 0

[hold_path]
hold_path.class = in2out
synthesized netlist by cell type:
cell type	instances
and4_1	1
inv_1	1
nor2b_4	1
nand2b_1	1
o31ai_1	1
clkinv_1	1
a21boi_1	1
a21o_1	1
or3_1	1
nand2_1	3
nor3b_4	1
nand3_1	1
nor2_1	4
nor3b_2	1
o21ai_0	1
and2_1	1
and4b_4	1
nand4_1	4
and2b_1	1
nor2b_1	2
buf_4	1
and3b_1	2
a31o_1	1
nor3_1	1
what timing repair did:
item | in CTS | in global routing
setup endpoints to repair | 12 | 3
resized | 58 | 3
pin swaps | 15 | 2
buffers inserted | 5 | 1
power groups by stage:
stage / clock network (mW) / registers [mW] / logic (mW)
final: 0 / 0 / 0.0601
after global routing: 0 / 0 / 0.0649
after CTS: 0 / 0 / 0.0585
metrics by stage:
stage | instance area, um2 | hold slack (ps) | cells
detailed placement | 599 | 1790 | 113
finish | 628 | 1300 | 119
global route | 628 | 1350 | 119
global placement | 599 | 1800 | 113
CTS | 622 | 1320 | 118
floorplan | 236 | 853 | 34
per-layer routing:
metal | GRT usage, % | vias to the layer above | part of all wire [%]
li1 | - | 204 | -
met1 | 4.15 | 185 | 45
met2 | 5.86 | 21 | 46
met3 | 0.568 | 0 | 9.4
met4 | 0 | 0 | 0
met5 | 0 | - | 0
tightest hold or removal path: stages:
cell and delay (ps):
buf_2 110, nor3b_4 50, nand4_1 130, nor2_2 50, dlymetal6s2s_1 120
path summary, 6_finish.rpt:
kind,startpoint,to,slack (ps),depth (start not counted)
worst max-delay path,instr[10],regWrite,60,7
worst min-delay path,instr[2],memtoReg,1300,5
cell type report:
type | count | area (um2) | area share, %
repair buffers | 40 | 319 | 50.8
multi-input cells | 31 | 243 | 38.6
well taps | 46 | 57.6 | 9.16
inverters | 2 | 8.76 | 1.39
kinds of logic after synthesis:
| logic type | after synthesis | synth area share [%] |
|---|---|---|
| AOI/OAI and AO/OA | 5 | 15.3 |
| buffers and inverters | 3 | 6.35 |
| and+or+nand+nor | 26 | 78.3 |
Power figures rest on the tool's default switching activity, not on a simulated workload.
