### flow/design.v
module adder #(parameter N = 64)
                    (input logic [N-1:0] a, b,
                    output logic [N-1:0] y);
    assign y = a + b;
endmodule
module alu
    #(parameter int unsigned N = 64)
    (input logic [N-1:0] a, b,
     input logic [3:0] ALUControl,
     output logic [N-1:0] result,
     output logic zero, zero_flag,
     output logic negative,
     output logic carry,
     output logic overflow,
     output logic write_flags);
    logic [N:0] aux_result;  
    always_comb begin
        aux_result = '0;
        write_flags = ALUControl[3];
        zero = 1'b0;
        zero_flag = 1'b0;
        negative = 1'b0;
        carry = 1'b0;
        overflow = 1'b0;
        casez (ALUControl)
            4'b0000: aux_result = a & b;   
            4'b0001: aux_result = a | b;   
            4'b0111: aux_result = b;       
            4'b?010: begin  
                aux_result = a + b;
                if (write_flags === '1) begin  
                    overflow = (((~a[N-1]) && (~b[N-1]) && (aux_result[N-1])) ||
                                ((a[N-1])  && (b[N-1]) && (~aux_result[N-1])));
                end
            end
            4'b?110: begin  
                logic [N-1:0] complemento_b;         
                complemento_b = ~b + 1'b1;           
                aux_result = a + complemento_b;      
                if (write_flags === '1) begin  
                    overflow = (((~a[N-1]) && (b[N-1]) && (aux_result[N-1])) ||
                                ((a[N-1]) && (~b[N-1]) && (~aux_result[N-1])));
                end
            end
            default: result = '0;
        endcase
        if (write_flags === 1) begin  
            carry = (aux_result[N] === '1);
            zero_flag = (aux_result[N-1:0] === '0) ? 1'b1 : 1'b0;
            negative = aux_result[N-1];
        end
        zero = (aux_result[N-1:0] === '0) ? 1'b1 : 1'b0;
        result = aux_result[N-1:0];
    end
endmodule
module bCondCheck (
    input logic zero,
    input logic negative,
    input logic carry,
    input logic overflow,
    input logic bCondCheck,
    input logic [4:0] Rt_B_cond,
    output logic B_cond_is);
    always_comb begin
        B_cond_is = 0;
        if (bCondCheck) begin
            casez (Rt_B_cond)
                5'b00000: B_cond_is = zero;                                              
                5'b00001: B_cond_is = (zero === 0);                                      
                5'b00010: B_cond_is = carry;                                             
                5'b00011: B_cond_is = (carry === 0);                                     
                5'b00100: B_cond_is = negative;                                          
                5'b00101: B_cond_is = (negative === 0);                                  
                5'b00110: B_cond_is = overflow;                                          
                5'b00111: B_cond_is = (overflow === 0);                                  
                5'b01000: B_cond_is = ((zero === 0) && carry);                           
                5'b01001: B_cond_is = ~((zero === 0) && carry);                          
                5'b01010: B_cond_is = (negative === overflow);                           
                5'b01011: B_cond_is = (negative !== overflow);                           
                5'b01100: B_cond_is = ((zero === 0) && (negative === overflow));         
                5'b01101: B_cond_is = ~((zero === 0) && (negative === overflow));        
                default: B_cond_is = 0;
            endcase
        end
    end
endmodule
module datapath #(parameter N = 64)
                    (input logic reset, clk,
                    input logic reg2loc,
                    input logic AluSrc,
                    input logic [3:0] AluControl,
                    input logic    Branch,
                    input logic memRead,
                    input logic memWrite,
                    input logic regWrite,
                    input logic memtoReg,
                    input logic condBranch,
                    input logic [31:0] IM_readData,
                    input logic [N-1:0] DM_readData,
                    output logic [N-1:0] IM_addr, DM_addr, DM_writeData,
                    output logic DM_writeEnable, DM_readEnable );
    logic PCSrc;
    logic [N-1:0] PCBranch_E, aluResult_E, writeData_E, writeData3;
    logic [N-1:0] signImm_D, readData1_D, readData2_D;
    logic zero_E, zero_flag_E, negative_E, carry_E, overflow_E;
    logic [95:0] qIF_ID;
    logic [271:0] qID_EX;
    logic [207:0] qEX_MEM;
    logic [134:0] qMEM_WB;
    fetch     #(64)     FETCH     (.PCSrc_F(PCSrc),
                                        .clk(clk),
                                        .reset(reset),
                                        .PCBranch_F(qEX_MEM[197:134]),
                                        .imem_addr_F(IM_addr));
    flopr     #(96)        IF_ID     (.clk(clk),
                                        .reset(reset),
                                        .d({
                                            IM_addr,
                                            IM_readData
                                        }),
                                        .q(qIF_ID));
    decode     #(64)     DECODE     (.regWrite_D(qMEM_WB[134]),
                                        .reg2loc_D(reg2loc),
                                        .clk(clk),
                                        .writeData3_D(writeData3),
                                        .instr_D(qIF_ID[31:0]),
                                        .signImm_D(signImm_D),
                                        .readData1_D(readData1_D),
                                        .readData2_D(readData2_D),
                                        .wa3_D(qMEM_WB[4:0]));
    flopr     #(272)    ID_EX     (.clk(clk),
                                        .reset(reset),
                                        .d({condBranch,
                                            AluSrc,
                                            AluControl,
                                            Branch,
                                            memRead,
                                            memWrite,
                                            regWrite,
                                            memtoReg,
                                            qIF_ID[95:32],
                                            signImm_D,
                                            readData1_D,
                                            readData2_D,
                                            qIF_ID[4:0]
                                        }),
                                        .q(qID_EX));
    execute     #(64)     EXECUTE     ( .clk(clk),
                                        .reset(reset),
                                       .AluSrc(qID_EX[270]),
                                       .AluControl(qID_EX[269:266]),
                                       .PC_E(qID_EX[260:197]),
                                       .signImm_E(qID_EX[196:133]),
                                       .readData1_E(qID_EX[132:69]),
                                       .readData2_E(qID_EX[68:5]),
                                       .PCBranch_E(PCBranch_E),
                                       .aluResult_E(aluResult_E),
                                       .writeData_E(writeData_E),
                                       .zero_E(zero_E),
                                       .zero_flag_E(zero_flag_E),
                                       .negative_E(negative_E),
                                       .carry_E(carry_E),
                                       .overflow_E(overflow_E));
    flopr     #(208)    EX_MEM          (.clk(clk),
                                        .reset(reset),
                                        .d({qID_EX[271],  
                                            zero_flag_E,
                                            negative_E,
                                            carry_E,
                                            overflow_E,
                                            qID_EX[265:261],
                                            PCBranch_E,
                                            zero_E,
                                            aluResult_E,
                                            writeData_E,
                                            qID_EX[4:0]  
                                        }),
                                        .q(qEX_MEM));
    memory                MEMORY   (.Branch_M(qEX_MEM[202]),
                                    .zero_M(qEX_MEM[133]),
                                    .PCSrc_M(PCSrc),
                                    .overflow(qEX_MEM[203]),
                                    .carry(qEX_MEM[204]),
                                    .negative(qEX_MEM[205]),
                                    .zero_flag(qEX_MEM[206]),
                                    .bCondCheck(qEX_MEM[207]),
                                    .Rt_B_cond(qEX_MEM[4:0]));
    assign DM_writeData = qEX_MEM[68:5];
    assign DM_addr = qEX_MEM[132:69];
    assign DM_writeEnable = qEX_MEM[200];
    assign DM_readEnable = qEX_MEM[201];
    flopr     #(135)    MEM_WB     (.clk(clk),
                                        .reset(reset),
                                        .d({
                                            qEX_MEM[199:198],
                                            qEX_MEM[132:69],
                                            DM_readData,
                                            qEX_MEM[4:0]
                                        }),
                                        .q(qMEM_WB));
    writeback #(64)     WRITEBACK (.aluResult_W(qMEM_WB[132:69]),
                                        .DM_readData_W(qMEM_WB[68:5]),
                                        .memtoReg(qMEM_WB[133]),
                                        .writeData3_W(writeData3));
endmodule
module decode #(parameter N = 64)
					(input logic regWrite_D, reg2loc_D, clk,
					input logic [N-1:0] writeData3_D,
					input logic [31:0] instr_D,
					output logic [N-1:0] signImm_D, readData1_D, readData2_D, 
					input logic [4:0] wa3_D);  
	logic [4:0] ra2;
	mux2 	#(5) 	ra2mux	(.d0(instr_D[20:16]), .d1(instr_D[4:0]), .s(reg2loc_D), .y(ra2));
	regfile 		registers(.clk(clk), .we3(regWrite_D), .ra1(instr_D[9:5]), .ra2(ra2), .wa3(wa3_D),
								 .wd3(writeData3_D), .rd1(readData1_D), .rd2(readData2_D));
	signext 		ext		(.a(instr_D), .y(signImm_D));
endmodule
module execute
    #(parameter int unsigned N = 64)
    (
     input logic reset, clk,
     input logic AluSrc,
     input logic [3:0] AluControl,
     input logic [N-1:0] PC_E, signImm_E, readData1_E, readData2_E,
     output logic [N-1:0] PCBranch_E, aluResult_E, writeData_E,
     output logic zero_E, zero_flag_E, negative_E, carry_E, overflow_E);
    logic [N-1:0] output_sl2, output_mux;
    logic write_flags_ALU;
    logic zero_flag_ALU, negative_ALU, carry_ALU, overflow_ALU;
    adder #(N) Add(.a(PC_E),
                    .b(output_sl2),
                    .y(PCBranch_E));
    sl2  #(N) ShiftLeft2(.a(signImm_E),
                          .y(output_sl2));
    mux2 #(N) MUX(.d0(readData2_E),
                   .d1(signImm_E),
                   .s(AluSrc),
                   .y(output_mux));
    alu #(N) ALU(.a(readData1_E),
                   .b(output_mux),
                   .ALUControl(AluControl),
                   .result(aluResult_E),
                   .write_flags(write_flags_ALU),
                   .zero(zero_E),
                   .zero_flag(zero_flag_ALU),
                   .negative(negative_ALU),
                   .carry(carry_ALU),
                   .overflow(overflow_ALU));
    flopenr   #(4)      CPSR_flags (.clk(clk),
                                    .reset(reset),
                                    .enable(write_flags_ALU),
                                    .d({
                                        zero_flag_ALU,
                                        negative_ALU,
                                        carry_ALU,
                                        overflow_ALU
                                    }),
                                    .q({
                                        zero_flag_E,
                                        negative_E,
                                        carry_E,
                                        overflow_E
                                    }));
    assign writeData_E = readData2_E;
endmodule
module fetch
    #(parameter int unsigned N = 64)
    (input logic PCSrc_F, clk, reset,
     input logic [N-1:0] PCBranch_F,
     output logic [N-1:0] imem_addr_F );
    logic [N-1:0] output_adder,output_mux, output_PC;
    mux2 #(N) MUX(.d0(output_adder),
                    .d1(PCBranch_F),
                    .s(PCSrc_F),
                    .y(output_mux));
    flopr #(N) PC(.clk(clk),
                    .reset(reset),
                    .d(output_mux),
                    .q(output_PC));
    adder #(N) Add(.a(output_PC),
                     .b(64'd4),
                     .y(output_adder));
    assign imem_addr_F = output_PC;
endmodule
module flopenr #(parameter int unsigned N = 64)
    (input logic clk,
     input logic reset,
     input logic enable,         
     input logic [N-1:0] d,
     output logic [N-1:0] q );
    always_ff @(posedge clk, posedge reset) begin
        if (reset)
            q <= '0;               
        else if (enable)
            q <= d;                
    end
endmodule
module flopr #(parameter int unsigned N = 64)
    (input logic clk,
     input logic reset,
     input logic [N-1:0] d,
     output logic [N-1:0] q );
    always_ff @(posedge clk, posedge reset)
        if (reset) q <= '0;
        else q <= d;
endmodule
module memory     (input logic Branch_M, zero_M, zero_flag, negative, overflow, carry, bCondCheck,
                    input logic [4:0] Rt_B_cond,
                    output logic PCSrc_M);
    logic B_cond_is;
    logic PCSrc_M_aux_;
    bCondCheck B_cond_check(
        .zero(zero_flag),
        .negative(negative),
        .carry(carry),
        .overflow(overflow),
        .bCondCheck(bCondCheck),
        .Rt_B_cond(Rt_B_cond),
        .B_cond_is(B_cond_is)
    );
    assign PCSrc_M_aux_ = Branch_M && zero_M;
    mux2 #(1) MUX2 (.d0(PCSrc_M_aux_), .d1(B_cond_is), .s(bCondCheck), .y(PCSrc_M));
endmodule
module mux2 #(parameter N = 64)
                (input logic [N-1:0] d0, d1,
                input logic s,
                output logic [N-1:0] y);
    assign y = s ? d1 : d0;
endmodule
module regfile(
    input logic clk,
    input logic we3,              
    input logic [4:0] ra1, ra2,   
    input logic [4:0] wa3,        
    input logic [63:0] wd3,       
    output logic [63:0] rd1, rd2  
    );
    logic [63:0] regs [0:31] = '{
        64'd0, 64'd1, 64'd2, 64'd3, 64'd4, 64'd5, 64'd6, 64'd7,
        64'd8, 64'd9, 64'd10, 64'd11, 64'd12, 64'd13, 64'd14, 64'd15,
        64'd16, 64'h7FFFFFFFFFFFFFFF, 64'h8000000000000000, 64'd19, 64'd20, 64'd21, 64'd22, 64'd23,
        64'd24, 64'd25, 64'd26, 64'd27, 64'd28, 64'd29, 64'd30,
        64'd0  
    };
    always_comb begin
        rd1 = (we3 && wa3 !== 31 && wa3 === ra1 ? wd3 : regs[ra1]);
        rd2 = (we3 && wa3 !== 31 && wa3 === ra2 ? wd3 : regs[ra2]);
    end
    always_ff @(posedge clk) begin
        if (we3 === '1 & wa3 < 32'd31 & wa3 >= '0) begin
            regs[wa3] <= wd3;
        end
    end
endmodule
module signext (
    input logic [31:0] a,
    output logic [63:0] y );
    always_comb
        casez (a[31:21])
             11'b111_1100_0010: y = {{55{a[20]}}, a[20:12]};         
             11'b111_1100_0000: y = {{55{a[20]}}, a[20:12]};         
             11'b101_1010_0???: y = {{45{a[23]}}, a[23:5]};          
             11'b010_1010_0???: y = {{45{a[23]}}, a[23:5]};          
             11'b1001000100?: y = {{52'b0}, a[21:10]};               
             11'b1101000100?: y = {{52'b0}, a[21:10]};               
             11'b1011000100?: y = {{52'b0}, a[21:10]};               
             11'b1111000100?: y = {{52'b0}, a[21:10]};               
             default: y = '0;
        endcase
endmodule
module sl2 #(parameter N = 64)
				(input logic [N-1:0] a,
				output logic [N-1:0] y);
	assign y[0] = 1'b0;
	assign y[1] = 1'b0;
	assign y[63:2] = a[61:0];
endmodule
module writeback #(parameter N = 64)
                    (input logic [N-1:0] aluResult_W, DM_readData_W,
                    input logic memtoReg,
                    output logic [N-1:0] writeData3_W);
    mux2 #(64) MtoRmux (.d0(aluResult_W), .d1(DM_readData_W), .s(memtoReg), .y(writeData3_W));
endmodule
### flow/config.mk
export PLATFORM = sky130hd
export DESIGN_NAME = datapath
export DESIGN_NICKNAME = datapath
export VERILOG_FILES = /design/flow/design.v
export SDC_FILE = /design/flow/constraint.sdc
export NUM_CORES = 4
export LEC_CHECK = 1
export CORE_UTILIZATION = 40
export SYNTH_HDL_FRONTEND = slang
### flow/constraint.sdc
current_design datapath

set clk_period 40.9
set clk_io_pct 0.2

create_clock -name clk0 -period $clk_period [get_ports {clk}]

set non_clock_inputs [all_inputs -no_clocks]
set_input_delay [expr $clk_period * $clk_io_pct] -clock clk0 $non_clock_inputs
set_output_delay [expr $clk_period * $clk_io_pct] -clock clk0 [all_outputs]
### flow/run.sh
#!/bin/bash
# OpenROAD 26Q1-2900-gdf79404cd8, Yosys 0.63+post, stock flow scripts
make -C /OpenROAD-flow-scripts/flow DESIGN_CONFIG=/design/flow/config.mk WORK_HOME=/design/flow/orfs finish
==> run summary <==
Notes on the physical design

Setup repair after global routing left no endpoint under its margin. The I/O pin total is approximately 300. The detailed router reported a total wirelength of 451,000 microns. TritonCTS created 299 clock buffers. Looking at the max-slew report, the worst-margin pin has a slew of between 1 and 1.5 ns. The final number of max-transition violations is 0. For this run, design rule violations remaining after detail routing come to 0. In the routed layout, each cell is associated on average with a via count of slightly above 6. The run finished with clean final reports. The report puts the cell count of the worst reg-to-reg path at 27. The end-of-flow timing check tallies setup violations at 0. Sorting the synthesized cells by how often they occur yields edfxtp_1 (2,048), mux4_2 (1,152), nand2_1 (885), dfrtp_1 (734), clkbuf_1 (451). The top fanout value on the critical path is 51.

The post-synthesis cell count is around 8,900. The delay of the slowest cell on the worst path is 0.97 ns. The number of design-rule violations left by the first detailed-router iteration is roughly 6,300. The cell area after synthesis is roughly 130,000 sq um. Per the timing report, the achievable frequency comes out to a little under 80 MHz. The proportion of register bits with asynchronous set or reset after synthesis is 0.264. The launch point of the worst min-delay path is recorded as IF_ID.q[81]$_DFF_PP0_.

The count of library flops with an enable pin is between 2,000 and 2,500. The share of the Yosys chip area taken by registers is 0.592. The cell sequence reported for the critical path is clkdlybuf4s50_1 -> mux2i_4 -> buf_4 -> buf_4 -> buf_4 -> buf_4 -> mux4_2 -> nand2_1 -> and3_1 -> a311oi_1 -> a31oi_1 -> a21oi_1. The registers of the reported paths see a clock transition of around 0.060 ns. The floorplan-stage core utilization is 0.403. The site row count is between 200 and 250. Buffers inserted to repair hold after CTS numbered 0.

The deepest clock path buffer count is 4. The script computed a power per unit cell area of approximately 47 nW/um^2. The beginning of the worst register-to-register path is ID_EX.q[270]$_DFF_PP0_. Per the synthesis report, the dominant area consumer among library cells is edfxtp_1. Counting distinct cell types in the post-synthesis netlist gives just over 90. The number of warnings the tools reported is approximately 110. The dominant register cell is edfxtp_1. Dividing the synthesized area by the synthesized cell count gives between 15 and 20 sq um. During placement, the flow inserted port buffers numbering between 300 and 400. The area occupied by multi-input gates is 51,400 sq um. The area of the core region is 334,000 sq um.

Recorded from the global router log, the overflow total was 0. The detailed router placed ~85,000 vias in this run. The library cell contributing the largest single delay on the critical path is clkdlybuf4s50_1.

The number of antenna violations at the first check in global routing is 29. After floorplanning, the die was sized to cover approximately 340,000 sq um. Looking at the clock tree report, the root buffer type is clkbuf_16.

The detailed-routing iteration count for the pre-antenna-repair pass is 6. Nets still carrying antenna violations after routing amount to 0. The number of warning messages in the yosys log is 0. In this run the tightest slew margin relative to its limit is 0.180. STA classifies the critical path endpoint as a flip-flop. Across every metal layer, demand over resource in global routing totals 0.289. The number of global-route vias before repair is roughly 90,000. Registers take 79,900 sq um. Entering global routing, the biggest net connects 133 pins. The minimum setup slack among reg-to-reg paths is slightly above 30 ns. The worst hold path endpoint is ID_EX.q[246]$_DFF_PP0_. The clock tree synthesis step divided the H-tree into 5 levels. The final hold violation count is 0. The area fraction of the dominant cell type after synthesis is 0.456. The fill cell total of the finished layout is between 20,000 and 30,000. The last weighted congestion value of the routability-driven placer is about 0.97. The final critical-path share of the clock period is 0.311. The number of maximum-capacitance constraint violations is 0. By area the synthesized netlist is led by edfxtp_1 (46%), mux4_2 (19%), dfrtp_1 (14%). The end of the worst register-to-register path is EX_MEM.q[133]$_DFF_PP0_. The worst setup path is launched from an input pin. For the worst setup path, the data arrival time is approximately 14 ns.

Sorting the synthesis cell report by count puts at the top edfxtp_1. The worst min-delay path category is reg2reg. The layout summary lists the proportion of cells stronger than drive strength 1 as 0.216.

For the finished layout, the period the worst path requires is about 13 ns. Adding up every negative setup slack in the final design gives 0 ns. The worst path required time is between 40 and 50 ns. The area growth from synthesis to layout is 13.8%.

The setup fix buffers added after clock tree synthesis is 0. After synthesis, the chip area reported by Yosys is 135,000 sq um. Along the worst hold path, the cell count comes to 0. The standby leakage power is 0.0550 uW. The die is just under 600 microns wide. The clock tree has to reach about 2,800 sinks. The synthesis stat section lists a flop and latch total of 2,782. The critical path class is in2reg. The global-route wire length before repair is 648,000 microns. The cell occurring most often along the worst timing path is buf_4. The vertical die dimension reported for this design is approximately 580 microns. The final timing report lists clock skew as between 0.07 and 0.08 ns. The worst hold slack after final layout is between 0.3 and 0.4 ns.

The yosys stat cell total is 8,895. TritonCTS built the clock tree. VDD sags by at most around 31 uV. Detailed placement ended at an HPWL of a little under 300,000 microns. The routed design shows a wire length per standard cell of about 32 microns. The post-cts repair resize count is 0. The later pin in the worst-skew pair is clocked with a latency of approximately 0.9 ns.
==> cell type report <==
type	count	area share
Antenna cell	40	0.000652
Sequential cell	2782	0.521
Timing Repair Buffer	616	0.0364
Multi-Input combinational cell	5211	0.335
Inverter	260	0.00641
Clock buffer	397	0.0549
Clock inverter	140	0.00897
Tap cell	4494	0.0367
==> power breakdown <==
part | internal [uW] | switching, uW | total, uW
clock network | 1590 | 1120 | 2710
registers | 3220 | 127 | 3350
logic | 446 | 746 | 1190
==> how the worst max path moves through the flow <==
| stage | startpoint | end | slack, ns | depth (start not counted) |
|---|---|---|---|---|
| 6_report | reg2loc | ID_EX.q[44]$_DFF_PP0_ | 28.17 | 12 |
| 5_1_grt | reg2loc | ID_EX.q[54]$_DFF_PP0_ | 27.71 | 12 |
| 4_1_cts | reg2loc | ID_EX.q[59]$_DFF_PP0_ | 28.09 | 12 |
==> worst max-delay path: cells and delay by family <==
family / cells / cell delay (ns)
multiplexers: 2 / 0.71
buffers and inverters: 5 / 3.62
AND-OR/OR-AND: 3 / 0.60
AND/OR/NAND/NOR: 2 / 0.25
==> cell usage in the layout, fill, tap and decap left out, drive strengths merged, types with 21 or more instances in the layout <==
| master | n |
|---|---|
| nor2 | 334 |
| buf | 313 |
| xor2 | 97 |
| nand3 | 200 |
| nand4 | 105 |
| a211oi | 94 |
| mux4 | 1152 |
| a221oi | 25 |
| nand2 | 885 |
| clkbuf | 397 |
| o221ai | 32 |
| nor3 | 86 |
| edfxtp | 2048 |
| nor2b | 88 |
| bufinv | 22 |
| clkinv | 96 |
| conb | 64 |
| dfrtp | 734 |
| a21oi | 434 |
| mux2i | 109 |
| nor4 | 25 |
| or3 | 28 |
| diode | 40 |
| xnor2 | 181 |
| o21bai | 23 |
| a31oi | 92 |
| inv | 275 |
| a311oi | 69 |
| clkdlybuf4s50 | 303 |
| a21o | 91 |
| o21ai | 255 |
| o211ai | 27 |
| o22ai | 41 |
| nand2b | 30 |
| o21a | 35 |
| o31ai | 21 |
| and3 | 103 |
| ha | 268 |
==> state kept, by name (all words and copies together), names as in the netlist <==
signal,count
DECODE.registers.regs,2048
ID_EX.q,227
MEM_WB.q,135
EX_MEM.q,208
IF_ID.q,96
FETCH.PC.q,64
EXECUTE.CPSR_flags.q,4
==> per-layer routing <==
metal  routed length (microns)  track usage  up-vias  share of wire
met1                    145000        0.336    42700           0.32
met2                    199000        0.404     6094           0.44
met3                     88400        0.241      911           0.20
li1                          -            -    35500              -
met4                     15900       0.0783       57          0.035
met5                      3170       0.0644        -         0.0070
==> through the flow <==
step                      power (uW)   util  worst slack (ns)  instances  instance area [sq um]
after floorplan                 4070      -             12.13       8958                 135000
after global placement          4570  0.429             27.15      13400                 144000
after detailed placement        4570  0.429             27.16      13400                 144000
after CTS                       7270  0.458             28.09      13900                 153000
after global routing            7500  0.458             27.71      13900                 153000
final                           7250  0.459             28.17      13900                 153000
==> logic make-up after synthesis <==
family                     synth area share
AOI/OAI and AO/OA                    0.0639
xor gates and xnor gates             0.0181
adders and majority gates            0.0253
buffers and inverters                0.0308
DFF                                   0.592
muxes                                 0.202
other                             0.0000278
and+or+nand+nor                      0.0676
No activity file was given, so power comes from the tool's default toggle rates.
